==> design.v <==
module dma_fsm  #( parameter WIDTH = 8 )
(
input  wire                                          clk,
input  wire                                       arst_n,
input  wire                                    ctrl_RD_en, 
input  wire                                    ctrl_WR_en,                            
input  wire                [WIDTH-1:0]           data_len,
input  wire                                         start,
output reg                                       dma_busy,
output reg                                          Valid,
output reg                                        Interupt
);
parameter   [1:0]      IDLE      = 2'b00,
                       READ      = 2'b01,
					             WRITE     = 2'b10,
					             CHECK     = 2'b11;
reg         [1:0]                current_state , next_state ;
reg         [WIDTH-1:0]                             count;
always @ (posedge clk or negedge arst_n) begin
  if(!arst_n) begin
    current_state <= IDLE ;
 end else  begin
    current_state <= next_state ;
   end
 end
always @ (*)
 begin
  dma_busy = 1'b0;
  Valid    = 1'b0;
  Interupt = 1'b0;
  case(current_state)
  IDLE   : begin
            if(start)
			 next_state = CHECK ;
			else
			 next_state = IDLE ; 			
           end
  CHECK  : begin
  if(ctrl_RD_en) begin
            next_state = READ ;
            dma_busy   = 1'b1;
 end else if(ctrl_WR_en) begin
            next_state = WRITE ;
            dma_busy   = 1'b1;      
   end else 
            next_state =  IDLE ; 
            end
  READ  : begin
         if(!ctrl_RD_en && count == data_len ) begin
              next_state = CHECK;
              Valid      = 1'b1;
              Interupt   = 1'b1;
      end  else 
              next_state = READ ;      
           end
  WRITE : begin
         if(!ctrl_WR_en && count == data_len ) begin
              next_state = CHECK;
              Interupt   =1'b1;
        end
        else 
              next_state = WRITE ;      
           end
endcase
end
always @ (posedge clk or negedge arst_n) begin
  if(!arst_n)
             count  <= 0;
   else if ( (current_state == READ)|| (current_state == WRITE)) 
             count  <= count +1;
   else if (current_state == CHECK)
             count  <= 0;
   end
     endmodule
module dma_reg_file #( parameter WIDTH = 8 ) (
    input  wire                                              clk,            
    input  wire                                           arst_n,                    
    input  wire                     [WIDTH-1:0]        ctrl_data,                           
    input  wire                     [WIDTH-1:0]        ctrl_addr,
    input  wire                                       ctrl_RD_en, 
    input  wire                                       ctrl_WR_en, 
    output reg                       [WIDTH-1:0]           Rdata,      
    output wire                      [WIDTH-1:0]  dma_txAdrr_out,
    output wire                      [WIDTH-1:0]  dma_rxAdrr_out,
    output wire                      [WIDTH-1:0]        data_len,
    output wire                                            start
);
reg [WIDTH-1:0]          ctrl_reg;  
reg [WIDTH-1:0]      data_len_reg;  
reg [WIDTH-1:0]       tx_addr_reg;  
reg [WIDTH-1:0]       rx_addr_reg;  
reg [WIDTH-1:0]        Status_reg; 
parameter   [2:0]            control      = 3'b000,
                         data_length      = 3'b001,
                               txAdrr     = 3'b010,
                            rxAdrr        = 3'b011,
                            status        = 3'b100;
always @(posedge clk or posedge arst_n) begin
    if (arst_n) begin
        ctrl_reg     <= 8'b0;
        data_len_reg <= 8'b0;
        tx_addr_reg  <=  'b0;
        rx_addr_reg  <=  'b0;
        Status_reg   <= 8'b0;
end else if(ctrl_RD_en) begin   
   ctrl_reg[0]<=0;                                                                       
        case (ctrl_addr)
      control: Rdata<= ctrl_reg;  
  data_length: Rdata<= data_len_reg ;     
       txAdrr: Rdata<= tx_addr_reg  ;    
       rxAdrr: Rdata<= rx_addr_reg  ;       
       status: Rdata<= Status_reg   ;
    endcase
    end
else if (ctrl_WR_en) begin
    case (ctrl_addr)
      control: ctrl_reg     <= ctrl_data;  
  data_length: data_len_reg <= ctrl_data;     
       txAdrr: tx_addr_reg  <= ctrl_data;    
       rxAdrr: rx_addr_reg  <= ctrl_data;       
    endcase
end
     else 
        ctrl_reg[0]<=0;   
end
assign    dma_busy       = Status_reg[0];                   
assign    dma_txAdrr_out =   tx_addr_reg;
assign    dma_rxAdrr_out =   rx_addr_reg;
assign    data_len       =  data_len_reg;
assign    start          =   ctrl_reg[0];
endmodule
module dma_top  #( parameter WIDTH = 8 ) (
	input  wire                                                  clk,            
    input  wire                                               arst_n,                    
    input  wire                               [WIDTH-1:0]  ctrl_data,                           
    input  wire                               [WIDTH-1:0]  ctrl_addr,                        
    input  wire                                           ctrl_RD_en,
    input  wire                                           ctrl_WR_en, 
    output wire                          [WIDTH-1:0]  dma_txAdrr_out,
    output wire                          [WIDTH-1:0]  dma_rxAdrr_out,
    output wire                                             dma_busy, 
    output wire                           [WIDTH-1:0]           Rdata,
    output wire                                                 Valid,
    output wire                                              Interupt
);
wire                      [WIDTH-1:0]        data_len;
wire                                            start;
dma_reg_file  dma_reg_file_Inst(
     .clk(clk)
    ,.arst_n(arst_n)
	,.data_len(data_len)
    ,.dma_txAdrr_out(dma_txAdrr_out)
    ,.dma_rxAdrr_out(dma_rxAdrr_out)
    ,.ctrl_addr(ctrl_addr)
    ,.ctrl_data(ctrl_data)
    ,.start(start)
    ,.ctrl_RD_en(ctrl_RD_en) 
    ,.Rdata(Rdata)
    ,.ctrl_WR_en(ctrl_WR_en)  );
dma_fsm dma_fsm_Inst (
    .clk(clk)
    ,.arst_n(arst_n)
    ,.data_len(data_len)
    ,.ctrl_WR_en(ctrl_WR_en)
	,.start(start)
    ,.ctrl_RD_en(ctrl_RD_en)
    ,.Valid(Valid)
    ,.dma_busy(dma_busy)
    ,.Interupt(Interupt));
endmodule 
==> run.sh <==
#!/bin/bash
# OpenROAD 26Q1-2900-gdf79404cd8, Yosys 0.63+post, stock flow scripts
make -C /OpenROAD-flow-scripts/flow DESIGN_CONFIG=/design/flow/config.mk WORK_HOME=/design/flow/orfs finish
==> config.mk <==
export PLATFORM = sky130hd
export DESIGN_NAME = dma_top
export DESIGN_NICKNAME = dma_top
export VERILOG_FILES = /design/flow/design.v
export SDC_FILE = /design/flow/constraint.sdc
export NUM_CORES = 4
export LEC_CHECK = 1
export CORE_UTILIZATION = 30
==> constraint.sdc <==
current_design dma_top

set clk_period 2.9
set clk_io_pct 0.2

create_clock -name clk0 -period $clk_period [get_ports {clk}]

set non_clock_inputs [all_inputs -no_clocks]
set_input_delay [expr $clk_period * $clk_io_pct] -clock clk0 $non_clock_inputs
set_output_delay [expr $clk_period * $clk_io_pct] -clock clk0 [all_outputs]
==> results.cfg <==
; implementation run metrics
[finish]
most_numerous_logic_cells_after_layout = sky130_fd_sc_hd__clkdlybuf4s50_1, sky130_fd_sc_hd__dfrtp_1, sky130_fd_sc_hd__mux2_2
layout_top_cell = sky130_fd_sc_hd__clkdlybuf4s50_1
nFillCells = 796
final_layout_size_suffix_gt1_share_pct = 24.9
non_filler_instance_count_after_layout = 366
layout-area-overhead-vs-synth_pct = 30.2

[status]
run_status = finished clean

[synthesis]
yosys_warnings = 3
ys_seq_elements = 52
topCombFamilyByArea = multiplexers
yosys-mux-area-fraction_pct = 17.9
synth.top_cell.area_share_pct = 42.8
xor_share_pct = 3.14
syn_area_um2 = 2510
synthDominantAreaCellType = sky130_fd_sc_hd__dfrtp_1
yosysSeqAreaShare_pct = 53.4
syn-instance-count = 201
synthesis.area_per_instance_um2 = 12.5
postSynth.asyncResetShare_pct = 84.6
synth.yosys.num_cells = 201
synth-edff-count = 8
ys_top_cells_by_area = sky130_fd_sc_hd__dfrtp_1, sky130_fd_sc_hd__mux2_2, sky130_fd_sc_hd__edfxtp_1
ys_sh_aoi_pct = 12.3
synth.distinct_cells = 38
ys_sh_simple_pct = 11.1
postSynth.topFlopCell = sky130_fd_sc_hd__dfrtp_1
synth_chip_area_um2 = 2510
synth.cellmix.adderShare_pct = 0.498

[critical_path]
critical_path.startpoint_type = input pin
critPathMaxFanout = 2
crit_top_cell = sky130_fd_sc_hd__clkdlybuf4s50_1
timing.critical_path.slowest_cell_delay_ps = 500
critPathKind = input pin to output pin
worst-endpoint-required_ps = 2320
crit_path_cell_trace = clkdlybuf4s50_1, or4_1, nor3_1, clkdlybuf4s50_1
endpoint_kind = output pin
critical-path-slowest-cell = sky130_fd_sc_hd__or4_1
crit_arrival_ps = 2110

[route]
vias = 1812
post_drt_via_cell_ratio = 4.95
avgRoutedWirePerCell_um = 15.0
dr_iter_0_viols = 68
antenna_violating_nets_post_route = 0
totalWireLength_um = 5500
detailedRoute.firstPassIterationCount = 4
drt_drc_violations_left = 0
number_of_antenna_repair_diodes = 0

[power]
p_sw_uw = 469
fin_total_pwr_mw = 1.69
clock_power_share_pct = 29.4
share_seq_of_total_power_pct = 53.4
internal_power_consumption_mw = 1.22
power_leakage_nw = 1.37
switching_share_pct = 27.7
peakVddDrop_mv = 0.195
power_per_unit_of_standard_cell_area_nw_per_um2 = 517
power.combinational.fraction_pct = 17.2

[flow_run]
max_cap_viol_count = 0
log.warning_count = 25

[final_timing]
clock-skew-final_ps = 6.93
slew_headroom_pct = 66.7
slew_viol_final = 0
grt_setup_unrepaired = no
clock.fmax_mhz = 372
postLayoutSetupSlackWorst_ps = 212
finalSetupViolations = 0
setup-tns-final_ps = 0
max_slew.worst_pin.slew_ps = 497
min_period_ps = 2690
finalClockPeriodUsage_pct = 92.7
report.final.hold_viol_count = 0

[clock_network]
clk_latency_ps = 310
cts_buffers = 5
longest_clk_path_bufs = 2
sinks_on_the_clock_net = 52
clk_pin_slew_ps = 90
tritoncts_clock_tree = built
cts.repair_timing.setup_buffer_count = 0
htreeDepth = 2
number_of_gates_resized_after_cts = 0
hold_buffers = 0
clock_tree.root_cell = sky130_fd_sc_hd__clkbuf_8

[die]
floorplan.die.width_um = 93.5
initial_util_pct = 30.7
chip_footprint_um2 = 8750
num_rows = 33
i_o_pin_count = 47
die_h_um = 93.5
core_um2 = 8180

[min_path]
worstHoldPathType = register to register

[global_route]
tot_gr_track_use_pct = 13.5
vias_in_the_first_global_route = 1735
grt_max_degree = 33
grt_remaining_overflow = 0
antenna_found_initial = 0
first_pass_grt_wire_length_um = 8770

[place]
pre_cts_slack_ps = 201
finalWeightedCongestion = 0.803
placed_cells = 358
io_buffer_count = 46
hpwl_um = 4000
[layout make-up]
type	count	area, µm²	area share [%]
timing repair buffer	57	543	16.6
sequential	52	1340	41.0
tap	105	131	4.01
inverter	4	15.0	0.459
multi-input combinational	140	1130	34.5
clock inverter	2	38.8	1.19
clock buffer	6	72.6	2.22
[worst paths after layout]
kind	from	to	slack, ps	cells after the start
max in group asynchronous	arst_n	dma_reg_file_Inst.rx_addr_reg[1]	1720	4
min in group asynchronous	arst_n	dma_fsm_Inst.count[0]	570	2
setup reg to reg	dma_reg_file_Inst.tx_addr_reg[3]	dma_reg_file_Inst.Rdata[3]	1500	4
setup / recovery	ctrl_RD_en	Valid	210	4
hold reg to reg	dma_fsm_Inst.current_state[0]	dma_fsm_Inst.current_state[0]	510	2
hold / removal	dma_fsm_Inst.current_state[0]	dma_fsm_Inst.current_state[0]	510	2
[metrics by stage]
step	util (%)	hold slack, ps	cell area [µm²]
2_1_floorplan	-	284	2510
3_3_place_gp	38.7	483	3160
3_5_place_dp	38.7	490	3160
4_1_cts	40.0	504	3270
5_1_grt	40.0	550	3270
6_report	40.0	507	3270
[kinds of logic (layout without fill, tap and decap cells)]
kind of cell	after synthesis	in the layout
AND/OR/NAND/NOR	47	47
XOR/XNOR	9	9
AND-OR/OR-AND	43	43
buffers and inverters	9	69
multiplexers	40	40
flip-flops	52	52
adder cells (fa/ha/maj)	1	1
[per-layer routing]
layer  GRT usage [%]  routed length (µm)  vias up
li1                -                   -      876
met5               0                   0        -
met1            21.4                2730      893
met2            21.1                2490       38
met4            1.28                  68        0
met3            2.23                 203        5
[power by group through the flow]
stage	sequential, mW	clock [mW]	combinational [mW]
final	0.905	0.497	0.291
after global routing	0.917	0.545	0.324
after CTS	0.903	0.512	0.296
[cell usage after synthesis, drive strengths merged (4+ instances only)]
cell     instances
a22o             9
a22oi            8
inv              4
o21ai           13
nand3            4
mux2            39
nand2           13
or4              4
dfrtp           43
o2bb2ai          8
xnor2            9
nor2             8
edfxtp           8
[worst max-delay path, delay by kind of cell]
kind | cells | cell delay [ps]
buffers and inverters | 2 | 890
and+or+nand+nor | 2 | 630
